<file path="./config.mk">
export PLATFORM = sky130hd
export DESIGN_NAME = SnakeBody
export DESIGN_NICKNAME = SnakeBody
export VERILOG_FILES = /design/flow/design.v
export SDC_FILE = /design/flow/constraint.sdc
export NUM_CORES = 4
export LEC_CHECK = 1
export CORE_AREA = 10 10 94 94
export DIE_AREA = 0 0 104 104
</file>
<file path="./constraint.sdc">
current_design SnakeBody

set clk_period 9.2
set clk_io_pct 0.2

create_clock -name clk0 -period $clk_period [get_ports {switchClock}]

set non_clock_inputs [all_inputs -no_clocks]
set_input_delay [expr $clk_period * $clk_io_pct] -clock clk0 $non_clock_inputs
set_output_delay [expr $clk_period * $clk_io_pct] -clock clk0 [all_outputs]
</file>
<file path="./design.v">
`timescale 1ns / 1ps
module SnakeBody #(parameter WIDTH = 10,SNAKE_MAX_SIZE = 64) (
    input switchClock,isCollision,video_on,VGAClock,
    input [1:0]direction,
    input [9:0]X,Y,SnakeHeadX,SnakeHeadY,
    input [6:0]SnakeSize,
    input RESET,
    input isDead,
    output reg snakeBody,
    output reg [9:0]SnakeOUTX,SnakeOUTY
);
    parameter D_LEFT                = 2'b00;
    parameter D_RIGHT               = 2'b01;
    parameter D_UP                  = 2'b10;
    parameter D_DOWN                = 2'b11;
    reg [9:0]SnakeX[0:63],SnakeY[0:63];
    integer SnakeBodyIndex;
    integer SnakeBodyIndex2;
    initial begin
        snakeBody = 0;
        SnakeX[0] = 0;
        SnakeY[0] = 0;
        for(SnakeBodyIndex = 0 ; SnakeBodyIndex < SNAKE_MAX_SIZE; SnakeBodyIndex = SnakeBodyIndex + 1) begin
            SnakeX[SnakeBodyIndex] = 0; 
            SnakeY[SnakeBodyIndex] = 0; 
        end
    end    
    always @ (posedge switchClock) begin
         if(RESET || isDead) begin
            for(SnakeBodyIndex = 0 ; SnakeBodyIndex < SNAKE_MAX_SIZE; SnakeBodyIndex = SnakeBodyIndex + 1) begin
                SnakeX[SnakeBodyIndex] <= 0; 
                SnakeY[SnakeBodyIndex] <= 0; 
            end 
        end
        else if(SnakeSize - 1 > 0) begin
            for(SnakeBodyIndex = SNAKE_MAX_SIZE - 1 ; SnakeBodyIndex > 0; SnakeBodyIndex = SnakeBodyIndex - 1) begin
                if(SnakeBodyIndex <= SnakeSize) begin
                    SnakeX[SnakeBodyIndex] <= SnakeX[SnakeBodyIndex - 1]; 
                    SnakeY[SnakeBodyIndex] <= SnakeY[SnakeBodyIndex - 1]; 
                end
            end 
            case (direction)
                D_LEFT  : SnakeX[0] <= (SnakeX[0] - (WIDTH * 2));
                D_RIGHT : SnakeX[0] <= (SnakeX[0] + (WIDTH * 2));
                D_UP    : SnakeY[0] <= (SnakeY[0] - (WIDTH * 2));
                D_DOWN  : SnakeY[0] <= (SnakeY[0] + (WIDTH * 2));
                default : begin
                    SnakeX[0] = SnakeHeadX;
                    SnakeY[0] = SnakeHeadY;
                end
            endcase
        end
        else begin
            SnakeX[0] = SnakeHeadX;
            SnakeY[0] = SnakeHeadY;
        end
    end
    always @ (*) begin
        SnakeOUTX <= SnakeX[0];
        SnakeOUTY <= SnakeY[0];
    end
endmodule
</file>
<file path="./run.sh">
#!/bin/bash
# OpenROAD 26Q1-2900-gdf79404cd8, Yosys 0.63+post, stock flow scripts
make -C /OpenROAD-flow-scripts/flow DESIGN_CONFIG=/design/flow/config.mk WORK_HOME=/design/flow/orfs finish
</file>
==> results.txt <==
Placed cell count - 327
Clock slew seen by the registers of the worst setup and hold paths - 0.08 ns
Post-synth regs - 20
Design Area, Final - 2198 µm²
Crit. path cell count - 8
Max-capacitance violation count - 0
Critical-path cell list - clkdlybuf4s50_1 -> nand2_1 -> ha_1 -> a21o_1 -> a2111oi_4 -> a211oi_1 -> a2111oi_2 -> o21ai_1
Resize count post-CTS - 0
Dominant register cell - dfxtp_1
DPL Wire Length - 3409 µm
Detailed-route DRC error count - 0
DR vias - 1524
Cells after Synth - 191
# setup viols final - 0
WL final - 4555 µm
Die Area - 10820 µm²
Peak Freq - 0.2251 GHz
Final Skew - 0.002064 ns
Sink Count - 20
Most frequent logic cell in the layout - clkdlybuf4s50_1
H-tree Lvls - 1
Antenna viol nets, final - 0
Met2 Routed Length - 1882 µm
Layout fillers - 744
Wire length per cell - 13.76 µm
Vias in the first global route - 1543
Final Non-Filler Cells - 331
Total power - 239.2 µW
Hold path depth - 2
N_diodes - 0
RSZ-0062 raised after global routing - false
CP peak stage delay - 0.76 ns
First-pass GRT wire length - 7831 µm
Postcts setup bufs - 0
Metal3 WL - 333 µm
Clock Tree Buf Depth - 2
Avg Vias per Cell - 4.604
Area reported by Yosys stat - 1561 µm²
Tool warnings - 49
Max VDD drop - 0.05399 mV
CTS root buf - clkbuf_8
TritonCTS clock tree - built
Pre-Place Util - 0.2286
Netlist Area Pre-Place - 1561 µm²
Share of cells above drive strength 1 - 0.05957
Most numerous logic cells after layout - 51 x clkdlybuf4s50_1, 20 x dfxtp_1, 18 x a21oi_1
Critical Path AT - 4.59 ns
Synth Seq Share - 0.2564
Core area - 6832 µm²
Gpl congestion - 0.8175
FP Rows - 30
Largest net degree at the start of global routing - 31
GRT overflow - 0
Slowest-stage cell, CP - clkdlybuf4s50_1
Fin crit share - 0.4828
# IOs - 76
Worst R2R Path Depth - 6
Clock Latency Late Sink - 0.26 ns
Type of origin of the critical path - input pin
Critical path's top delay family - AND-OR/OR-AND gates
CP Data Required Time - 9.35 ns
Setup CP Type - input pin to flip-flop
Netlist cell types - 51
Setup_tns - 0 ns
Die W - 104 µm
DRT iter0 DRCs - 86
Fin. Hold Viols - 0
Final min period - 4.442 ns
CTS Buf Count - 3
Status - finished clean
Port-buffer cells - 51
Yosys stat cell total - 191
Drt pass-1 iters - 4
Die Ht - 104 µm
GRT Total Usage - 0.08596
Power density over the cells - 108.8 nW/µm²
FFs w/ async S/R, synth - 0
P_leak - 0.0008122 µW
Layout area overhead - 40.79%
Initial antenna violation count - 0
Count of library flops with an enable pin - 0
M1 wire length - 2339 µm
Hold-fix buffers, CTS - 0
Max Used Layer - met3
WP buf/inv - 1
Max Slew Vio Count - 0
Critical path peak fanout - 13
Synthesized area per cell - 8.175 µm²
CP endpoint kind - flip-flop
YS warnings - 3
Hold WC Path Type - flip-flop to flip-flop
Placement Cell Area - 2143 µm²
[synth_stat cells (all sizes together), types with 3 or more instances]
master / count / area share
xor2: 3 / 0.017
nand3: 4 / 0.013
buf: 8 / 0.029
nor2b: 3 / 0.012
a21oi: 18 / 0.058
a31oi: 4 / 0.016
ha: 11 / 0.088
nor3: 4 / 0.013
clkbuf: 5 / 0.012
dfxtp: 20 / 0.26
inv: 5 / 0.012
xnor2: 9 / 0.050
mux2i: 7 / 0.045
a21o: 4 / 0.019
nand4b: 3 / 0.017
o211ai: 5 / 0.024
a211oi: 7 / 0.034
nor2: 13 / 0.033
o21ai: 10 / 0.032
nand2: 17 / 0.041
[sequential cells by signal (all words and copies together), names as in the netlist]
signal	cells
SnakeY	10
SnakeX	10
[final timing paths]
check,from,to,slack [ns]
max,direction[0],SnakeY[0][9],4.76
min,SnakeX[0][0],SnakeX[0][0],0.46
max reg2reg,SnakeY[0][5],SnakeY[0][9],7.26
min reg2reg,SnakeX[0][0],SnakeX[0][0],0.46
[worst reg2reg max path, delay by kind of cell, from the launching register on]
| family | cells | cell delay [ns] |
|---|---|---|
| AND-OR/OR-AND | 5 | 1.15 |
| flip-flops | 1 | 0.33 |
| adder cells (fa/ha/maj) | 1 | 0.34 |
[layer usage]
metal,vias up,global-route usage
met3,0,0.02945
met5,-,0
met2,45,0.1270
met1,688,0.1226
met4,0,0.006958
li1,791,-
[final cells by class]
cell class	instances	area (µm²)	share of cell area
Clock buffer	4	55.05	0.02504
Inverter	5	18.77	0.008537
Multi-Input combinational cell	153	1079	0.4906
Sequential cell	20	400.4	0.1821
Tap cell	96	120.1	0.05464
Timing Repair Buffer	53	525.5	0.2390
[metrics by stage]
step	setup WS (ns)	utilization	hold slack [ns]
2_1_floorplan	5.611	-	0.4218
3_3_place_gp	4.477	0.3137	0.4417
3_5_place_dp	4.487	0.3137	0.4483
4_1_cts	4.767	0.3218	0.4588
5_1_grt	4.550	0.3218	0.4950
6_report	4.758	0.3218	0.4564
[logic make-up (layout without fill, tap and decap cells)]
kind of cell / count (synthesis) / in the layout / share of synthesized area
other: 1 / 1 / 0.002402
xor gates and xnor gates: 12 / 12 / 0.06731
AOI/OAI and AO/OA: 62 / 62 / 0.2765
and+or+nand+nor: 59 / 59 / 0.1987
buffers and inverters: 18 / 62 / 0.05289
DFF: 20 / 20 / 0.2564
muxes: 7 / 7 / 0.04487
adders and majority gates: 12 / 12 / 0.1010
[power by group]
part           internal (µW)  switching (µW)  total (µW)
logic                   42.2            30.5        72.7
registers               90.5            5.06        95.6
clock network           38.1            32.7        70.9
total                    171            68.3         239
Power is estimated from default activity; no workload was simulated.
