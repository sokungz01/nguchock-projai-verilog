## /design/flow/constraint.sdc

```tcl
current_design Texture

set clk_period 3.2
set clk_io_pct 0.2

create_clock -name clk0 -period $clk_period [get_ports {inputObj}]

set non_clock_inputs [all_inputs -no_clocks]
set_input_delay [expr $clk_period * $clk_io_pct] -clock clk0 $non_clock_inputs
set_output_delay [expr $clk_period * $clk_io_pct] -clock clk0 [all_outputs]
```

## /design/flow/config.mk

```make
export PLATFORM = sky130hd
export DESIGN_NAME = Texture
export DESIGN_NICKNAME = Texture
export VERILOG_FILES = /design/flow/design.v
export SDC_FILE = /design/flow/constraint.sdc
export NUM_CORES = 4
export LEC_CHECK = 1
export CORE_AREA = 10 10 79 79
export DIE_AREA = 0 0 89 89
```

## /design/flow/design.v

```verilog
`timescale 1ns / 1ps
module Texture(
    input inputObj,
    input [3:0]Items,
    output reg [19:0]data
    );
    parameter WIDTH = 20;
    reg [6:0]Query;
    reg [5:0]Index;
    reg dataBit;
    initial begin
        dataBit = 0;
        Query   = 0;
        data    = 20'b00000000000000000000;
    end
    always @ (posedge inputObj) begin
        if(Query == Items * WIDTH - 1)begin
            Query = (Items - 1) * WIDTH;
            data <= 20'b00000000000000000000;
        end else begin
            case(Query) 
                10'd00: data <= 20'b00000000000000000000;
                10'd01: data <= 20'b00000000110110000000;
                10'd02: data <= 20'b00000000011100000000;
                10'd03: data <= 20'b00000000001000000000;
                10'd04: data <= 20'b00000000111110000000;
                10'd05: data <= 20'b00000011111111100000;
                10'd06: data <= 20'b00000111111111110000;
                10'd07: data <= 20'b00001111111111111000;
                10'd08: data <= 20'b00001110011001111000;
                10'd09: data <= 20'b00011110011001111100;
                10'd10: data <= 20'b00011110011001111100;
                10'd11: data <= 20'b00011111111111111100;
                10'd12: data <= 20'b00011111111111111100;
                10'd13: data <= 20'b00011111111111111100;
                10'd14: data <= 20'b00001111111111111000;
                10'd15: data <= 20'b00001111111111111000;
                10'd16: data <= 20'b00000111111111110000;
                10'd17: data <= 20'b00000011111111100000;
                10'd18: data <= 20'b00000000111110000000;
                10'd19: data <= 20'b00000000000000000000;
                default data <= 20'b00000000000000000000;
            endcase
            Query <= Query + 1;
        end
    end
endmodule
```

## /design/flow/run.sh

```bash
#!/bin/bash
# OpenROAD 26Q1-2900-gdf79404cd8, Yosys 0.63+post, stock flow scripts
make -C /OpenROAD-flow-scripts/flow DESIGN_CONFIG=/design/flow/config.mk WORK_HOME=/design/flow/orfs finish
```

==> reports/results.txt <==
Outcome: completed
Fill cells: 476
Worst endpoint required time: 3.33 ns
Chip area: 7920 um2
Count leader, synth: dfxtp_1
FP Util: 25.7%
Router iterations before antenna repair: 4
Top cell area share: 26.7%
Layout Cells excl Fill: 209
Synth unique cells: 34
Hold_ws: 0.538 ns
Flip-flops with a built-in enable: 0
Core area: 4660 um2
Critical Path Source Type: input pin
Peak Freq: 0.330 GHz
Number of cells produced by synthesis: 137
Tool Warnings: 29
DR iter-0 viols: 32
Worst-path fanout max: 8
Clock root cell: clkbuf_8
YS chip area: 1200 um2
Largest net degree at the start of global routing: 17
Async SR Flop Fraction: 0%
Seq share, synth: 26.7%
Syn_area_per_cell: 8.75 um2
Max-cap viol count: 0
Total CTS buffers: 3
I/O Pins: 25
Min Tclk post-route: 3.03 ns
Tally of yosys warning messages: 1
Yosys top cell by area: dfxtp_1
# DRC: 0
Area growth, synth to finish: 23.6%
Setup Fix Bufs, Post-CTS: 0
GRT Total Usage: 5.88%
Synthesized cell area: 1200 um2
Biggest area cells: dfxtp_1 (27%), ha_1 (15%), buf_4 (6.9%)
Post-synth regs: 16
Vias in the first global route: 878
Wire per inst: 11.0 um
Post-synth top cells: dfxtp_1 (16), ha_1 (14), buf_4 (11), inv_1 (11), xor2_1 (8)
Ant. Diodes: 0
Power Dens Cells: 563 nW/um2
Routed vias/inst: 4.46
Clock sinks: 16
Final worst path period share: 94.8%
Die Span Y: 89 um
Crit Path Category: in2reg
Clk_skew: 0.00172 ns
GRT overflow: 0
Post-DP HPWL: 1.84 mm
H-tree levels: 1
Leakage: 0.000658 uW
# Cells Yosys: 137
Port bufs: 19
Peak VDD IR: 0.000149 V
Final Hold Fails: 0
RSZ-0062 raised after global routing: false
Max-slew violation count: 0
Antenna violations before repair: 0
Clock transition at the registers of the reported paths: 0.06 ns
Min-Delay Path Class: reg2reg
First-pass GRT wire length: 3.88 mm
Slew HR: 63.6%
Clk buf depth: 2
TritonCTS clock tree: built
Final ANT Viol Nets: 0
Endpoint type of the worst setup path: flip-flop
Endpoints failing setup: 0
Setup TNS: 0 ns
Vias: 932
Crit path DAT: 3.17 ns
Layout cell share with drive strength beyond 1: 9.68%
Die span in x: 89 um
Primary FF master, synth: dfxtp_1
Worst-margin pin slew: 0.545 ns
Final Wtd Congestion: 0.767
Row count: 25
DP Cell Count: 206
Routed wire length: 2.29 mm
Worst skew pair latency: 0.25 ns
## flip-flops by register name, indices dropped and copies added, names as in the netlist
signal	cells
data	9
Query	7
## placed cells by master, fill, tap and decap left out, types with 6 or more instances in the layout
master,count
nor2_1,6
xnor2_1,6
ha_1,14
dfxtp_1,16
buf_4,9
xor2_1,8
clkdlybuf4s50_1,19
and3_1,7
inv_1,11
## cell type report
type | instances | area [um2] | share of cell area, %
flip-flops and latches | 16 | 320 | 21.6
inverters | 11 | 41.3 | 2.79
well taps | 54 | 67.6 | 4.56
clock buffers | 3 | 41.3 | 2.79
multi-input cells | 97 | 753 | 50.8
repair buffers | 28 | 258 | 17.4
## timing repair
action                                  in CTS  in global routing
hold buffers                                 0                  0
endpoints found under the setup margin       0                  9
gates resized                                0                  2
## critical path: stages
cell             delay (ns)
clkdlybuf4s50_1        0.42
ha_1                   0.30
ha_1                   0.21
inv_1                  0.07
fa_1                   0.48
and4_1                 0.22
nor4_4                 0.33
nand3_4                0.17
mux2_1                 0.34
## report_power, final
group,internal (uW),total [uW],leakage (uW),switching [uW]
Clock,83.4,147,0.0000216,63.2
Sequential,254,359,0.000133,106
Combinational,200,328,0.000504,128
Total,538,834,0.000658,296
## worst paths after layout
path	to	cells past startpoint	slack, ns	startpoint
setup / recovery	Query[4]	9	0.17	Items[1]
hold / removal	Query[0]	1	0.54	Query[0]
setup reg to reg	Query[4]	5	1.31	Query[3]
hold reg to reg	Query[0]	1	0.54	Query[0]
## stage by stage
stage | power [uW] | worst slack (ns) | area, um2 | utilization (%)
6_report | 834 | 0.165 | 1480 | 31.8
5_1_grt | 904 | 0.0126 | 1480 | 31.8
4_1_cts | 829 | 0.126 | 1470 | 31.5
3_5_place_dp | 681 | -0.128 | 1430 | 30.6
3_3_place_gp | 681 | -0.0927 | 1430 | 30.6
2_1_floorplan | 559 | 0.487 | 1210 | -
## cells by family (layout without fill, tap and decap cells)
family	Yosys count	in the layout	share of synthesized area (%)
DFF	16	16	26.7
buffers and inverters	28	42	12.9
AOI/OAI and AO/OA	18	18	9.08
and+or+nand+nor	39	39	19.2
adders and majority gates	15	15	16.3
xor gates and xnor gates	15	15	11.0
other	1	5	0.313
muxes	5	5	4.49
## per-layer routing
metal  wire length, um  share of wire, %  track usage, %  up-vias
met4                34               1.5           0.867        0
met1              1140                50            8.12      412
met5                 0                 0               0        -
met2               984                43            9.77       23
met3               131               5.7           0.826        5
li1                  -                 -               -      492
Power and IR drop assume default switching activity.
